**flow/run.sh**
```bash
#!/bin/bash
# OpenROAD 26Q1-2900-gdf79404cd8, Yosys 0.63+post, stock flow scripts
make -C /OpenROAD-flow-scripts/flow DESIGN_CONFIG=/design/flow/config.mk WORK_HOME=/design/flow/orfs finish
```
**flow/config.mk**
```make
export PLATFORM = sky130hd
export DESIGN_NAME = Convolution
export DESIGN_NICKNAME = Convolution
export VERILOG_FILES = /design/flow/design.v
export SDC_FILE = /design/flow/constraint.sdc
export NUM_CORES = 4
export LEC_CHECK = 1
export CORE_UTILIZATION = 30
```
**flow/constraint.sdc**
```tcl
current_design Convolution

set clk_period 11.7
set clk_io_pct 0.2

create_clock -name clk0 -period $clk_period [get_ports {clk}]

set non_clock_inputs [all_inputs -no_clocks]
set_input_delay [expr $clk_period * $clk_io_pct] -clock clk0 $non_clock_inputs
set_output_delay [expr $clk_period * $clk_io_pct] -clock clk0 [all_outputs]
```
**flow/design.v**
```verilog
module Convolution(
input clk ,
input rst_n ,
input in_valid ,
input weight_valid ,
input [7:0] In_IFM_1,
input [7:0] In_IFM_2,
input [7:0] In_IFM_3,
input [7:0] In_IFM_4,
input [7:0] In_IFM_5,
input [7:0] In_IFM_6,
input [7:0] In_IFM_7,
input [7:0] In_IFM_8,	
input [7:0] In_IFM_9,	
input [7:0] In_Weight_1,
input [7:0] In_Weight_2,
input [7:0] In_Weight_3,
input [7:0] In_Weight_4,
input [7:0] In_Weight_5,
input [7:0] In_Weight_6,
input [7:0] In_Weight_7,
input [7:0] In_Weight_8,
input [7:0] In_Weight_9,
output reg 	out_valid,
output reg [20:0] Out_OFM
);
reg [7:0] In_IFM_1_buf ;
reg [7:0] In_IFM_2_buf ;
reg [7:0] In_IFM_3_buf ;
reg [7:0] In_IFM_4_buf ;
reg [7:0] In_IFM_5_buf ;
reg [7:0] In_IFM_6_buf ;
reg [7:0] In_IFM_7_buf ;
reg [7:0] In_IFM_8_buf ;	
reg [7:0] In_IFM_9_buf ;	
reg [7:0] In_Weight_1_buf ;
reg [7:0] In_Weight_2_buf ;
reg [7:0] In_Weight_3_buf ;
reg [7:0] In_Weight_4_buf ;
reg [7:0] In_Weight_5_buf ;
reg [7:0] In_Weight_6_buf ;
reg [7:0] In_Weight_7_buf ;
reg [7:0] In_Weight_8_buf ;
reg [7:0] In_Weight_9_buf ;
localparam IDLE = 1'b0 ;
localparam WORK = 1'b1 ;
reg ConvState ;
reg NextState ;
reg [4:0] out_count ;  
always @(posedge clk) begin
    case (ConvState)
        IDLE: out_count <= 5'd0 ;
        WORK: out_count <= out_count+1 ;
        default: out_count <= 5'd0 ;
    endcase
end
always @ (posedge clk or negedge rst_n) begin :FSM_Conv
    if (~rst_n) begin
        ConvState <= IDLE ;
    end else begin
        ConvState <= NextState ;
    end
end
always @(*) begin
    case (ConvState)
        IDLE: NextState = (in_valid)?(WORK):(IDLE) ;
        WORK: NextState = (out_count == 5'd24)?(IDLE):(WORK) ;
        default: NextState = (in_valid)?(WORK):(IDLE) ;
    endcase
end 
always @(posedge clk or negedge rst_n) begin
    if (~rst_n) begin
        out_valid <= 0 ;
        Out_OFM   <= 21'b0;
    end else begin
        case (ConvState)
            IDLE : begin
                out_valid <= 0 ;
                Out_OFM   <= 21'b0;
            end
            WORK : begin
                out_valid <= 1 ;
                Out_OFM <=  In_IFM_1_buf * In_Weight_1_buf +
                            In_IFM_2_buf * In_Weight_2_buf +
                            In_IFM_3_buf * In_Weight_3_buf +
                            In_IFM_4_buf * In_Weight_4_buf +
                            In_IFM_5_buf * In_Weight_5_buf +
                            In_IFM_6_buf * In_Weight_6_buf +
                            In_IFM_7_buf * In_Weight_7_buf +
                            In_IFM_8_buf * In_Weight_8_buf +
                            In_IFM_9_buf * In_Weight_9_buf ;
            end
            default: begin
                out_valid <= 0 ;
                Out_OFM   <= 21'b0;
            end
        endcase
    end
end
always @(posedge clk) begin
    In_IFM_1_buf <= (in_valid)?(In_IFM_1):(In_IFM_1_buf) ;
    In_IFM_2_buf <= (in_valid)?(In_IFM_2):(In_IFM_2_buf) ;
    In_IFM_3_buf <= (in_valid)?(In_IFM_3):(In_IFM_3_buf) ;
    In_IFM_4_buf <= (in_valid)?(In_IFM_4):(In_IFM_4_buf) ;
    In_IFM_5_buf <= (in_valid)?(In_IFM_5):(In_IFM_5_buf) ;
    In_IFM_6_buf <= (in_valid)?(In_IFM_6):(In_IFM_6_buf) ;
    In_IFM_7_buf <= (in_valid)?(In_IFM_7):(In_IFM_7_buf) ;
    In_IFM_8_buf <= (in_valid)?(In_IFM_8):(In_IFM_8_buf) ;	
    In_IFM_9_buf <= (in_valid)?(In_IFM_9):(In_IFM_9_buf) ;	
    In_Weight_1_buf <= (weight_valid)?(In_Weight_1):(In_Weight_1_buf) ;
    In_Weight_2_buf <= (weight_valid)?(In_Weight_2):(In_Weight_2_buf) ;
    In_Weight_3_buf <= (weight_valid)?(In_Weight_3):(In_Weight_3_buf) ;
    In_Weight_4_buf <= (weight_valid)?(In_Weight_4):(In_Weight_4_buf) ;
    In_Weight_5_buf <= (weight_valid)?(In_Weight_5):(In_Weight_5_buf) ;
    In_Weight_6_buf <= (weight_valid)?(In_Weight_6):(In_Weight_6_buf) ;
    In_Weight_7_buf <= (weight_valid)?(In_Weight_7):(In_Weight_7_buf) ;
    In_Weight_8_buf <= (weight_valid)?(In_Weight_8):(In_Weight_8_buf) ;
    In_Weight_9_buf <= (weight_valid)?(In_Weight_9):(In_Weight_9_buf) ;
end
endmodule
```
==> run summary <==
Implementation status.

- The commonest register cell is sky130_fd_sc_hd__edfxtp_1.
- The number of buffers inserted by port buffering is 169.
- The number of levels in the clock H-tree is 4.
- For reference, the final report shows the hold violation count at 0.
- The average wire length per cell after detail routing is 17.5 µm.
- TritonCTS built the clock tree.
- Setup slack closes at 4040 ps.
- The placed instance count is 3661.
- Cells fill 35.0% of the core in the end.
- The slack of the worst reg-to-reg path is 4040 ps.
- The number of standard cells reported by yosys is 2360.
- The cell area that synthesis handed to floorplanning was 25700 µm².
- The maximum frequency from static timing analysis is 131 MHz.
- Summing over the stages, the warning tally comes to 32.
- After detailed routing, the met3 layer carries 5.40 mm of wire.
- The total area inside the core boundary comes to 84100 µm².
- The most frequent logic cell in the layout is sky130_fd_sc_hd__inv_1.
- The critical path class is flip-flop to flip-flop.
- The overall die size recorded for this design is 86700 µm².
- The first global-routing pass estimated 102 mm of wire.
- The sequential element share of the synthesized area is 19.5%.
- The maximum net fanout on the critical path is 8.
- The violation tally recorded at the end of detailed-routing iteration 0 is 630.
- The clock tree has to reach 172 sinks.
- The number of buffers added by the clock tree synthesis step is 17.
- OpenSTA, run right after detailed placement, puts the worst setup slack at 4060 ps.
- Setup repair after global routing left no endpoint under its margin.
- At the pin with the least slew margin, the transition time is 719 ps.
- According to the timing report, the critical path is captured at Out_OFM[15]$_DFF_PN0_.
- The worst setup path is launched from a flip-flop.
- For this run, the number of standard cells in the final layout without fillers is 3695.
- The last weighted congestion value of the routability-driven placer is 0.946.
- The kind of end point of the critical path is a flip-flop.
- The number of setup buffers added after CTS is 0.
- The synthesis warning total is 1.
- The clock slew seen by the registers of the worst setup and hold paths is 80 ps.
- Pins over their slew limit in the final report were tallied at 0.
- For this run the aggregate overflow at the end of global routing stands at 0.
- The post-cts resize count is 0.
- The number of global-route vias before repair came to 17400.
- Max-cap violations in this run came to 0.
- The total iterations of the first detailed-routing run is 5.
- The clock root buffer master is sky130_fd_sc_hd__clkbuf_16.
- The worst-skew pair later-pin latency is 500 ps.
- Summed over all routing layers, the global router reports a total usage of 16.8%.
- In this run the worst hold path is classified as flip-flop to flip-flop.
- The row count is 106.
- The number of register bits inferred by synthesis is 172.
- After detailed routing, the number of remaining DRC violations is 0.
- The netlist uses 42 different library cells.
- Summed over all failing endpoints, the final setup total negative slack is 0 ps.
- The data arrival at the endpoint of the critical path is 8080 ps.
- Dividing the synthesized area by the synthesized cell count gives 10.9 µm².
- The signed area change from the synthesized netlist to the final layout is 14.6%.
- The slew check shows that the tightest pin keeps a relative margin of 52.1%.
- The number of antenna violations at the first check in global routing is 6.
- The cts-stage hold buffer count is 0.
- The report puts the cell count of the worst reg-to-reg path at 23.
- According to the floorplan report, the die height is 294 µm.
- The final clock skew is 22.3 ps.
- In the synthesized netlist, the number of instances is 2360.
- The maximum number of pins on one net before global-route repair is 44.
- The clock passes through at most 2 buffers.
- Looking at the reg2reg group, the worst path ends at Out_OFM[15]$_DFF_PN0_.
- The top cell types in the final layout, fill and taps aside, are sky130_fd_sc_hd__inv_1 (669), sky130_fd_sc_hd__fa_1 (543), sky130_fd_sc_hd__and2_1 (401).
- The detailed router used layers up to and including met5.
- Yosys reported that registers with async set or reset make up 13.4%.
- Wires add up to 64.7 mm.
- For reference, the critical path is launched at In_IFM_8_buf[2]$_DFFE_PP_.
- STA lists the startpoint of the worst register-to-register path as In_IFM_8_buf[2]$_DFFE_PP_.
- The horizontal die dimension reported for this design is 294 µm.
- Post-synthesis, Yosys gives the total cell area as 25700 µm².
- The wire-length estimate of the detail-placed layout is 56.5 mm.
- The share of post-route cells with drive strength above 1 is 1.88%.
- The total number of vias is 15500.
- Per the detail_route log, met2 wirelength is 31.0 mm.
- After detailed routing, the wire length on met1 is 27.5 mm.
- Endpoints with negative setup slack in the final report add up to 0.
- 170 I/O pins were placed.
- The post-detailed-route count of antenna-violating nets is 0.
- The number of enable flip-flop cells is 144.
- After detailed routing, the number of vias per cell comes to 4.21.
- The required time of the critical path is 12120 ps.
- The routed design could run at a clock period as short as 7660 ps.
- The run finished with clean final reports.
- Before placement the cells fill 30.5% of the core.
- The final critical path takes up 65.4% of the cycle.
## per-stage QoR
stage | hold slack (ps) | instance area [µm²]
after floorplan | 431 | 25700
after global placement | 361 | 28800
after detailed placement | 366 | 28800
after CTS | 382 | 29400
after global routing | 385 | 29400
final | 380 | 29400
## how the worst min path moves through the flow
stage | startpoint | end | slack [ps] | depth (start not counted)
CTS | ConvState$_DFF_PN0_ | out_valid$_DFF_PN0_ | 380 | 0
global route | ConvState$_DFF_PN0_ | out_valid$_DFF_PN0_ | 390 | 0
finish | ConvState$_DFF_PN0_ | out_valid$_DFF_PN0_ | 380 | 0
## Yosys cell counts, types with 2 or more instances
cell                       count  area [µm²]
sky130_fd_sc_hd__a21o_1        5        37.5
sky130_fd_sc_hd__dfxtp_1       5         100
sky130_fd_sc_hd__a21oi_2       2        17.5
sky130_fd_sc_hd__mux2i_1       4        40.0
sky130_fd_sc_hd__a211oi_1      3        22.5
sky130_fd_sc_hd__o21bai_1      3        22.5
sky130_fd_sc_hd__edfxtp_1    144        4320
sky130_fd_sc_hd__a221oi_1      2        17.5
sky130_fd_sc_hd__and3_1        2        12.5
sky130_fd_sc_hd__nor2_1        9        33.8
sky130_fd_sc_hd__nand2b_1      4        25.0
sky130_fd_sc_hd__ha_1        260        3250
sky130_fd_sc_hd__inv_1       669        2510
sky130_fd_sc_hd__a21oi_1      16        80.1
sky130_fd_sc_hd__o21ai_0      10        50.1
sky130_fd_sc_hd__a211oi_2      2        25.0
sky130_fd_sc_hd__nor2b_1       2        12.5
sky130_fd_sc_hd__dfrtp_1      23         576
sky130_fd_sc_hd__o21ai_1       3        15.0
sky130_fd_sc_hd__nand3_1       5        25.0
sky130_fd_sc_hd__o211ai_1      3        22.5
sky130_fd_sc_hd__fa_1        543       10900
sky130_fd_sc_hd__clkbuf_1      5        18.8
sky130_fd_sc_hd__nand2_1     209         785
sky130_fd_sc_hd__xnor2_1       8        70.1
sky130_fd_sc_hd__xor2_1        3        26.3
sky130_fd_sc_hd__and2_1      401        2510
## registers in the layout, indices dropped and copies added (netlist names), 8 cells and up
register and flops:
In_IFM_8_buf 8, In_IFM_9_buf 8, In_Weight_8_buf 8, In_IFM_2_buf 8, In_IFM_7_buf 8, In_Weight_9_buf 8
In_IFM_3_buf 8, In_Weight_4_buf 8, In_Weight_6_buf 8, In_IFM_4_buf 8, In_Weight_2_buf 8, In_IFM_6_buf 8
In_Weight_7_buf 8, In_IFM_1_buf 8, In_IFM_5_buf 8, Out_OFM 21, In_Weight_5_buf 8, In_Weight_3_buf 8
In_Weight_1_buf 8
## routing by layer
metal	GRT usage (%)	vias up
met4	1.56	6
met1	24.0	7804
li1	-	7300
met2	26.2	400
met3	6.35	39
met5	0	-
## cells by family after synthesis
logic type	synth area share (%)
adders and majority gates	55.1
buffers and inverters	9.88
and+or+nand+nor	13.4
DFF	19.5
AOI/OAI and AO/OA	1.60
xor gates and xnor gates	0.376
muxes	0.156
## worst max-delay path, cell delays in order, from the launching register on
cell                        delay (ps)
sky130_fd_sc_hd__edfxtp_1          530
sky130_fd_sc_hd__and2_1            240
sky130_fd_sc_hd__fa_1              510
sky130_fd_sc_hd__fa_1              550
sky130_fd_sc_hd__inv_1              60
sky130_fd_sc_hd__fa_1              530
sky130_fd_sc_hd__inv_1              50
sky130_fd_sc_hd__fa_1              470
sky130_fd_sc_hd__inv_1              60
sky130_fd_sc_hd__fa_1              550
sky130_fd_sc_hd__fa_1              550
sky130_fd_sc_hd__inv_1              60
sky130_fd_sc_hd__fa_1              540
sky130_fd_sc_hd__inv_1              50
sky130_fd_sc_hd__fa_1              470
sky130_fd_sc_hd__inv_1              50
sky130_fd_sc_hd__fa_1              490
sky130_fd_sc_hd__fa_1              420
sky130_fd_sc_hd__ha_1              350
sky130_fd_sc_hd__o21ai_0           130
sky130_fd_sc_hd__o21bai_2          200
sky130_fd_sc_hd__o2111ai_1         220
sky130_fd_sc_hd__a31oi_1           280
sky130_fd_sc_hd__mux2i_1           210
## layout make-up
type / instances / area, µm²
clock inverters: 15 / 198
diodes: 2 / 5.00
repair buffers: 173 / 1720
multi-input cells: 1513 / 18100
inverters: 669 / 2510
clock buffers: 17 / 425
fillers: 8475 / 54700
flip-flops and latches: 172 / 5000
well taps: 1134 / 1420
